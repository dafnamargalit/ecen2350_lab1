File: config.mk
export PLATFORM = sky130hd
export DESIGN_NAME = AdderDisplay
export DESIGN_NICKNAME = AdderDisplay
export VERILOG_FILES = /design/flow/design.v
export SDC_FILE = /design/flow/constraint.sdc
export NUM_CORES = 4
export LEC_CHECK = 1
export CORE_AREA = 10 10 85 85
export DIE_AREA = 0 0 95 95
File: constraint.sdc
current_design AdderDisplay

set clk_period 3.5
set clk_io_pct 0.2

create_clock -name clk0 -period $clk_period

set non_clock_inputs [all_inputs -no_clocks]
set_input_delay [expr $clk_period * $clk_io_pct] -clock clk0 $non_clock_inputs
set_output_delay [expr $clk_period * $clk_io_pct] -clock clk0 [all_outputs]
File: design.v
module HexNumbers(
    input [3:0] NUM,
    output [7:0] HEX
);
reg [7:0] out;
    always @(NUM)
    begin
        case (NUM)
            4'b0000: out <= 8'b11000000; 
            4'b0001: out <= 8'b11111001; 
            4'b0010: out <= 8'b10100100; 
            4'b0011: out <= 8'b10110000; 
            4'b0100: out <= 8'b10011001; 
            4'b0101: out <= 8'b10010010; 
            4'b0110: out <= 8'b10000010; 
            4'b0111: out <= 8'b11111000; 
            4'b1000: out <= 8'b10000000; 
            4'b1001: out <= 8'b10010000; 
            4'b1010: out <= 8'b10001000; 
            4'b1011: out <= 8'b10000011; 
            4'b1100: out <= 8'b11000110; 
            4'b1101: out <= 8'b10100001; 
            4'b1110: out <= 8'b10000110; 
            4'b1111: out <= 8'b10001110; 
            default: out <= 8'b11111111; 
        endcase
    end
assign HEX = out;
endmodule
module AdderDisplay(
    input [7:0] SW,
	output		     [7:0]		HEX0,
	output		     [7:0]		HEX1,
	output		     [7:0]		HEX2,
	output		     [7:0]		HEX3,
	output		     [7:0]		HEX4,
	output		     [7:0]		HEX5,
	input 		     [1:0]		KEY
);
wire signed [3:0] input_x, input_y;
wire [3:0] input1, input2;
wire [3:0] sign1, sign2;
wire overflow;
wire signed [3:0] sum;
wire [3:0] sign_out, sum_out;
assign input_x = SW[7:4];
assign input_y =  SW[3:0];
FourBitAdder adder(.carry_in (KEY[0]), .input_x (input_x), .input_y (input_y), .overflow (overflow), .sum (sum) );
assign sign1 = (input_x[3] == 1) ? 4'b1010 : 4'b1011;
assign input1 = (input_x[3] == 1) ? ~input_x + 1 : input_x;
HexNumbers sig(.NUM (sign1), .HEX (HEX5));
HexNumbers value1(.NUM (input1), .HEX (HEX4));
assign sign2 = (input_y[3] == 1) ? 4'b1010 : 4'b1011;
assign input2 = (input_y[3] == 1) ? ~input_y + 1 : input_y;
HexNumbers sign(.NUM (sign2), .HEX (HEX3));
HexNumbers value2(.NUM (input2), .HEX (HEX2));
assign sign_out = overflow ? 4'b0000 : (sum[3] == 1) ? 4'b1010 : 4'b1011;
assign sum_out = overflow ? 4'b1111 : (sum[3] == 1) ? ~sum + 1 : sum;
HexNumbers signout(.NUM (sign_out), .HEX (HEX1));
HexNumbers sumout(.NUM (sum_out), .HEX (HEX0));
endmodule
module FourBitAdder(
input carry_in,
input [3:0] input_x,
input [3:0] input_y,
output overflow,
output [3:0] sum
);
wire [3:0] sum_out;
wire [3:0] carry_out;
FullAdder adder1(.input1 (input_x[0]), .input2 (input_y[0] ^ ~carry_in), .carry_in (~carry_in), .sum_out (sum_out[0]), .carry_out (carry_out[0]));
FullAdder adder2(.input1 (input_x[1]), .input2 (input_y[1] ^ ~carry_in), .carry_in (carry_out[0]), .sum_out (sum_out[1]), .carry_out (carry_out[1]));
FullAdder adder3(.input1 (input_x[2]), .input2 (input_y[2] ^ ~carry_in), .carry_in (carry_out[1]), .sum_out (sum_out[2]), .carry_out (carry_out[2]));
FullAdder adder4(.input1 (input_x[3]), .input2 (input_y[3] ^ ~carry_in), .carry_in (carry_out[2]), .sum_out (sum_out[3]), .carry_out (carry_out[3]));
assign overflow = carry_out[2] ^ carry_out[3];
assign sum = sum_out;
endmodule
module FullAdder(
    input input1,
    input input2,
	input carry_in,
	output sum_out,
	output carry_out
);
assign sum_out = (input1 ^ input2) ^ carry_in;
assign carry_out = ((input1 ^ input2) && carry_in) | (input1 && input2);
endmodule
File: run.sh
#!/bin/bash
# OpenROAD 26Q1-2900-gdf79404cd8, Yosys 0.63+post, stock flow scripts
make -C /OpenROAD-flow-scripts/flow DESIGN_CONFIG=/design/flow/config.mk WORK_HOME=/design/flow/orfs finish
==> flow_summary.json <==
{
  "status": "finished, violations left",
  "violations": "negative setup slack",
  "grt_pass1_wl_um": 6400,
  "power_frac_comb_pct": 100.0,
  "clkPwrFrac_pct": 0,
  "rsz0062_at_grt": "yes",
  "lay_top_count": "buf_4",
  "ys_seq_share_pct": 0,
  "arrival_ns": 3.28,
  "switchingPower_uw": 364,
  "top_area_share_pct": 22.6,
  "row_count": 27,
  "end_kind": "output pin",
  "grt_pass1_vias": 1414,
  "worst_slack_ns": -0.483,
  "antenna_found_initial": 0,
  "pwr_density_cell_nw_per_um2": 367,
  "post-dp-hpwl_um": 3110,
  "finalHoldViolCount": 0,
  "ff_count": 0,
  "post-route-period-util_pct": 114,
  "yosysUniqueCellTypes": 36,
  "topCellsByArea": "ha_1 (23%), buf_4 (14%), xnor2_1 (5.5%)",
  "startpoint": "SW[0]",
  "fin_total_pwr_uw": 883,
  "post-route-util_pct": 43.9,
  "io_pins": 58,
  "num_vias": 1372,
  "start_kind": "input pin",
  "intPower_uw": 519,
  "ys_cells": 160,
  "fin_crit_ns": 3.98,
  "yosys.area.top_type": "ha_1",
  "grt_max_degree": 10,
  "fmax_ghz": 0.251,
  "crit_required_ns": 2.80,
  "warning_count": 51,
  "core-area_um2": 5470,
  "peakVddDrop_v": 0.000225,
  "hold_path_startpoint": "SW[3]",
  "crit_type": "in2out",
  "dr.first_iter.drc_count": 18,
  "power_leakage_nw": 1.12,
  "final_area_um2": 2400,
  "drv_slew": 0,
  "yosysWarnings": 1,
  "drc_errors": 0,
  "place_area_um2": 2060,
  "hold-worst-slack_ns": 2.10,
  "postCtsHoldBufs": 0,
  "critPathMaxFanout": 6,
  "place_congestion": 0.835,
  "final_cell_mix": "buf_4 (46), clkdlybuf4s50_1 (24), ha_1 (17), conb_1 (17), buf_6 (16)",
  "ys_area_um2": 1270,
  "dieArea_um2": 9030,
  "chipHeight_um": 95,
  "num-clock-buffers": 0,
  "syn_avg_cell_area_um2": 7.97,
  "drive_gt1_share_pct": 48.8,
  "routedWlPerCell_um": 11.7,
  "p_seq_share_pct": 0,
  "grt.total_usage_pct": 8.30,
  "hold_path_class": "in2out",
  "finalSetupViolations": 10,
  "wirelength_um": 3790,
  "firstDrtPassIters": 4,
  "flop_area_um2": 0,
  "fp_util_pct": 23.3,
  "max_cap_violations": 0,
  "synth_area_um2": 1270,
  "postSynthCellCount": 160,
  "grt_overflow_total": 0,
  "viasPerCell": 4.23,
  "postRouteAntennaNets": 0,
  "switching_share_pct": 41.2,
  "die_w_um": 95,
  "io_buffers": 40,
  "areaGrowthSynthToFinish_pct": 88.6,
  "diodes": 0,
  "num-fill-cells": 512
}
-- synth_stat cells (all sizes together), types with 3 or more instances --
master and count:
xor2 5, mux2i 4, o21ai 7, xnor2 8, o31ai 3, a21oi 10
fa 3, buf 23, ha 23, inv 19, nand2b 3, o22ai 7
nor2 7, nand2 9
-- path summary, 6_finish.rpt --
kind | end | slack (ns) | depth (start not counted)
worst max-delay path | HEX0[2] | -0.48 | 15
worst min-delay path | HEX3[3] | 2.10 | 3
-- routing by layer --
metal | global-route usage (%) | share of wire (%) | vias up
li1 | - | - | 709
met1 | 10.8 | 46 | 621
met2 | 14.8 | 48 | 42
met3 | 1.68 | 6.7 | 0
met4 | 0 | 0 | 0
met5 | 0 | 0 | -
-- per-stage QoR --
step | std cells | setup slack, ns | setup TNS (ns)
final | 324 | -0.483 | -3.77
after global routing | 324 | -0.606 | -5.07
after CTS | 319 | -0.586 | -4.87
after detailed placement | 308 | -1.35 | -17.51
after global placement | 308 | -1.33 | -17.21
after floorplan | 175 | -0.284 | -1.44
-- final cells by class --
cell class                 count  area, um2  area share [%]
multi-input combinational    133       1360            56.5
timing repair buffer         100        868            36.1
tap                           72       90.1            3.75
inverter                      19       87.6            3.64
-- kinds of logic after synthesis --
group | share of synthesized area, %
multiplexers | 7.56
adder cells (fa/ha/maj) | 27.3
XOR/XNOR | 9.52
other | 0.589
AND-OR/OR-AND | 20.5
AND/OR/NAND/NOR | 15.4
buffers and inverters | 19.1
-- power groups by stage --
stage	registers [mW]	logic, mW	clock network (mW)
4_1_cts	0	0.792	0
5_1_grt	0	0.963	0
6_report	0	0.883	0
-- what timing repair did --
item / 4_1_cts / 5_1_grt
setup endpoints to repair: 25 / 25
endpoints found under the hold margin: 0 / 0
setup buffers: 11 / 5
pin swaps: 18 / 13
resized: 86 / 23
-- worst max-delay path, cell delays in order --
cell and delay (ns):
buf_8 0.10, clkinvlp_4 0.07, mux2i_2 0.23, fa_2 0.23, inv_2 0.04, fa_2 0.34
inv_2 0.06, fa_2 0.49, and3b_2 0.26, buf_6 0.12, a21oi_4 0.16, buf_6 0.14
nand4_1 0.13, o31ai_2 0.08, buf_2 0.13
No activity file was given, so power comes from the tool's default toggle rates.
