### /design/flow/run.sh
#!/bin/bash
# OpenROAD 26Q1-2900-gdf79404cd8, Yosys 0.63+post, stock flow scripts
make -C /OpenROAD-flow-scripts/flow DESIGN_CONFIG=/design/flow/config.mk WORK_HOME=/design/flow/orfs finish
### /design/flow/design.v
module HexNumbers(
    input [3:0] NUM,
    output [7:0] HEX
);
reg [7:0] out;
    always @(NUM)
    begin
        case (NUM)
            4'b0000: out <= 8'b11000000; 
            4'b0001: out <= 8'b11111001; 
            4'b0010: out <= 8'b10100100; 
            4'b0011: out <= 8'b10110000; 
            4'b0100: out <= 8'b10011001; 
            4'b0101: out <= 8'b10010010; 
            4'b0110: out <= 8'b10000010; 
            4'b0111: out <= 8'b11111000; 
            4'b1000: out <= 8'b10000000; 
            4'b1001: out <= 8'b10010000; 
            4'b1010: out <= 8'b10001000; 
            4'b1011: out <= 8'b10000011; 
            4'b1100: out <= 8'b11000110; 
            4'b1101: out <= 8'b10100001; 
            4'b1110: out <= 8'b10000110; 
            4'b1111: out <= 8'b10001110; 
            default: out <= 8'b11111111; 
        endcase
    end
assign HEX = out;
endmodule
module DesignBlock3( output [7:0] HEX0,
output [7:0] HEX1,
output [7:0] HEX4,
output [7:0] HEX5,
output [9:0] LEDR,
input  [9:0] SW
);
wire signed [3:0] input1, input2;
assign input1 = SW[7:4];
assign input2 = SW[3:0];
wire twosComp;
assign twosComp = (SW[9:8] == 2'b11) ? 1 : 0;
wire [3:0] sign1, sign2;
assign sign1 = (twosComp && input1[3]) ? 4'b1010 : 4'b1011;
assign sign2 = (twosComp && input2[3]) ? 4'b1010 : 4'b1011;
HexNumbers inputSign1(.NUM (sign1), .HEX (HEX5));
HexNumbers inputSign2(.NUM (sign2), .HEX (HEX1));
wire [3:0] abs1, abs2;
assign abs1 = (twosComp && input1[3]) ? ~input1 + 1 : input1;
assign abs2 = (twosComp && input2[3]) ? ~input2 + 1 : input2;
HexNumbers inputVal1(.NUM (abs1), .HEX (HEX4));
HexNumbers inputVal2(.NUM (abs2), .HEX (HEX0));
assign LEDR[0] = ((twosComp && (input1 < input2)) || (~twosComp && (input1 > input2))) ? 1 : 0;
assign LEDR[1] = ((twosComp && (input1 > input2)) || (~twosComp && (input1 < input2))) ? 1 : 0;
assign LEDR[2] = (input1 == input2) ? 1 : 0;
endmodule
### /design/flow/config.mk
export PLATFORM = sky130hd
export DESIGN_NAME = DesignBlock3
export DESIGN_NICKNAME = DesignBlock3
export VERILOG_FILES = /design/flow/design.v
export SDC_FILE = /design/flow/constraint.sdc
export NUM_CORES = 4
export LEC_CHECK = 1
export CORE_AREA = 10 10 70 70
export DIE_AREA = 0 0 80 80
### /design/flow/constraint.sdc
current_design DesignBlock3

set clk_period 2.2
set clk_io_pct 0.2

create_clock -name clk0 -period $clk_period

set non_clock_inputs [all_inputs -no_clocks]
set_input_delay [expr $clk_period * $clk_io_pct] -clock clk0 $non_clock_inputs
set_output_delay [expr $clk_period * $clk_io_pct] -clock clk0 [all_outputs]
==> qor.json <==
{
  "result_of_the_run": "complete, but fails checks",
  "failed_checks": "setup timing",
  "die-height_um": 80,
  "area_enclosed_by_the_die_boundary_sq_mm": 0.00640,
  "finalMaxSlewViolations": 0,
  "routabilityCongestion": 0.903,
  "req_time_crit_path_ns": 1.76,
  "comb_power_share_pct": 100.0,
  "layout_top_cell_excl_fill_tap": "buf_4",
  "rows": 21,
  "timing.final.crit_share_pct": 108,
  "area_growth_pct": 108,
  "routed_wirelength_mm": 5.57,
  "synth.lib_cells_used.distinct": 54,
  "maxCapViolCount": 0,
  "critPathCaptureType": "output port",
  "number_of_vias_per_cell_after_detailed_routing": 5.31,
  "worst_setup_path_start_kind": "primary input",
  "regArea_sq_um": 0,
  "route.vias.total": 1657,
  "finish.utilization_pct": 71.5,
  "detail_route.drc_violations": 0,
  "setup_violations": 7,
  "ys_top_cells_by_area": "buf_4 (14%), ha_1 (13%), mux2i_1 (5.1%)",
  "layout.cell_area.non_filler_sq_mm": 0.00244,
  "synth-area-yosys_sq_mm": 0.00118,
  "internal-power_uw": 300,
  "synth-cells-yosys": 166,
  "flop-count": 0,
  "grt_setup_unrepaired": "true",
  "m3_gr_usage_pct": 1.82,
  "cts_hold_buffers": 0,
  "grt_util_met1_pct": 21.7,
  "grt_max_degree": 12,
  "dpl.hpwl_mm": 2.96,
  "groute.layer.met2.usage_pct": 24.5,
  "achievable-frequency_ghz": 0.422,
  "synth.avg_cell_area_sq_um": 7.09,
  "grt_pass1_vias": 1659,
  "final_number_of_hold_violating_endpoints": 0,
  "fin_crit_ns": 2.37,
  "core-area_sq_mm": 0.00342,
  "cellPowerDensity_mw_per_mm2": 220,
  "antenna_left": 0,
  "cellLeakagePower_nw": 1.18,
  "vdd_ir_drop_max_mv": 0.122,
  "synth_warn": 8,
  "design.portCount": 52,
  "syn-cell-area_sq_mm": 0.00118,
  "setup_slack_ns": -0.169,
  "gr-max-usage-layer": "met2",
  "global_route_wire_length_before_repair_mm": 8.19,
  "power.share.sequential_pct": 0,
  "drt_wl_cell_um": 17.8,
  "post_synth_inst_count": 166,
  "power_switching_uw": 238,
  "antenna_cells_inserted": 0,
  "timing.setup.critical_path_class": "in2out",
  "endpoint": "HEX0[6]",
  "drtPass1Iterations": 4,
  "drt-initial-drc-count": 69,
  "gr-usage-all-layers_pct": 15.3,
  "grt_overflow": 0,
  "yosys.area.top_type": "buf_4",
  "warnings": 41,
  "fillCellCount": 210,
  "detailed_place.area_sq_mm": 0.00173,
  "maximum_fanout_along_the_worst_path": 3,
  "floorplan.initialDensity_pct": 34.5,
  "port_buffers": 33,
  "seq_area_frac_synth_pct": 0,
  "fp.dieW_um": 80,
  "timing.critical_path.from": "SW[1]",
  "post-synth-top-area-fraction_pct": 14.0,
  "layout-drive-gt1-share_pct": 61.3,
  "number_of_clock_buffers_in_the_layout": 0,
  "power_switching_share_pct": 44.2,
  "worst_ep_arrival_time_ns": 1.93,
  "layout_top_cells": "buf_4 (59), buf_6 (22), conb_1 (19), buf_2 (14), nand2_1 (12)",
  "clk_pwr_share_pct": 0,
  "worst_hold_path_type": "in2out",
  "antenna_found_initial": 0
}
## critical path: stages
cell and delay [ns]:
buf_8 0.09, inv_8 0.04, ha_4 0.14, nand4b_1 0.21, buf_4 0.19, xnor2_4 0.17, buf_6 0.13, nor2_4 0.04
buf_6 0.12, a311oi_2 0.22, buf_2 0.15
## worst min path at each step
stage                  from      end  slack [ns]  depth (start not counted)
after CTS             SW[4]  HEX4[3]        1.33                          4
after global routing  SW[4]  HEX4[5]        1.34                          5
final                 SW[4]  HEX4[5]        1.32                          5
## cell families (layout without fill, tap and decap cells)
family	count (synthesis)	in the layout	share of synthesized area, %
AOI/OAI and AO/OA	43	43	28.4
xor gates and xnor gates	5	5	4.36
adders and majority gates	12	12	12.8
buffers and inverters	44	127	23.4
muxes	7	7	6.27
other	2	19	0.638
and+or+nand+nor	53	53	24.2
## cell type report
cell class                      instances  area [sq um]  area share (%)
Multi-Input combinational cell        139          1320            53.9
Timing Repair Buffer                  116          1000            40.9
Tap cell                               46          57.6            2.36
Inverter                               11          68.8            2.82
## power groups by stage
stage,sequential (mW),combinational [mW],clock [mW]
5_1_grt,0,0.573,0
6_report,0,0.538,0
4_1_cts,0,0.464,0
## synthesized netlist by cell type (2+ instances only)
| cell | number |
|---|---|
| buf_2 | 4 |
| o21ai_1 | 2 |
| clkbuf_1 | 3 |
| o31ai_1 | 2 |
| and3b_1 | 2 |
| mux2i_1 | 6 |
| nand4b_1 | 2 |
| o2bb2ai_1 | 2 |
| buf_4 | 22 |
| nor2_1 | 7 |
| inv_1 | 11 |
| conb_1 | 2 |
| o221ai_1 | 2 |
| nor3_1 | 2 |
| nand4_1 | 3 |
| a32o_1 | 4 |
| a21oi_1 | 4 |
| xnor2_1 | 3 |
| nor2b_1 | 4 |
| nand3_1 | 9 |
| o22ai_1 | 2 |
| ha_1 | 12 |
| a31oi_1 | 2 |
| buf_6 | 3 |
| and2_1 | 3 |
| o21ai_0 | 5 |
| nand2_1 | 15 |
| and3_1 | 2 |
## stage by stage
stage          TNS, ns  hold slack, ns  setup slack, ns  std cells  total power [mW]
2_1_floorplan  -0.0305           0.960          -0.0278        183             0.188
3_3_place_gp    -12.94            2.01           -0.838        271             0.351
3_5_place_dp    -13.18            2.03           -0.858        271             0.348
4_1_cts         -0.265            1.33          -0.0994        306             0.464
5_1_grt          -1.07            1.34           -0.249        312             0.573
6_report        -0.493            1.32           -0.169        312             0.538
## layer usage
| layer | up-vias | share of wire (%) |
|---|---|---|
| met5 | - | 0 |
| met4 | 0 | 1.7 |
| met3 | 10 | 6.8 |
| met2 | 78 | 46 |
| met1 | 797 | 46 |
| li1 | 772 | - |
## what timing repair did
item,CTS,global route
endpoints found under the setup margin,23,17
resized,150,42
setup buffers,39,8
endpoints found under the hold margin,0,0
pin swaps,27,22
cloned,0,0
Power is estimated from default activity; no workload was simulated.
