### design/flow/run.sh
#!/bin/bash
# OpenROAD 26Q1-2900-gdf79404cd8, Yosys 0.63+post, stock flow scripts
make -C /OpenROAD-flow-scripts/flow DESIGN_CONFIG=/design/flow/config.mk WORK_HOME=/design/flow/orfs finish
### design/flow/config.mk
export PLATFORM = sky130hd
export DESIGN_NAME = DesignBlock2
export DESIGN_NICKNAME = DesignBlock2
export VERILOG_FILES = /design/flow/design.v
export SDC_FILE = /design/flow/constraint.sdc
export NUM_CORES = 4
export LEC_CHECK = 1
export CORE_AREA = 10 10 85 85
export DIE_AREA = 0 0 95 95
### design/flow/constraint.sdc
current_design DesignBlock2

set clk_period 6.2
set clk_io_pct 0.2

create_clock -name clk0 -period $clk_period

set non_clock_inputs [all_inputs -no_clocks]
set_input_delay [expr $clk_period * $clk_io_pct] -clock clk0 $non_clock_inputs
set_output_delay [expr $clk_period * $clk_io_pct] -clock clk0 [all_outputs]
### design/flow/design.v
module HexNumbers(
    input [3:0] NUM,
    output [7:0] HEX
);
reg [7:0] out;
    always @(NUM)
    begin
        case (NUM)
            4'b0000: out <= 8'b11000000; 
            4'b0001: out <= 8'b11111001; 
            4'b0010: out <= 8'b10100100; 
            4'b0011: out <= 8'b10110000; 
            4'b0100: out <= 8'b10011001; 
            4'b0101: out <= 8'b10010010; 
            4'b0110: out <= 8'b10000010; 
            4'b0111: out <= 8'b11111000; 
            4'b1000: out <= 8'b10000000; 
            4'b1001: out <= 8'b10010000; 
            4'b1010: out <= 8'b10001000; 
            4'b1011: out <= 8'b10000011; 
            4'b1100: out <= 8'b11000110; 
            4'b1101: out <= 8'b10100001; 
            4'b1110: out <= 8'b10000110; 
            4'b1111: out <= 8'b10001110; 
            default: out <= 8'b11111111; 
        endcase
    end
assign HEX = out;
endmodule
module FourBitAdder(
input carry_in,
input [3:0] input_x,
input [3:0] input_y,
output overflow,
output [3:0] sum
);
wire [3:0] sum_out;
wire [3:0] carry_out;
FullAdder adder1(.input1 (input_x[0]), .input2 (input_y[0] ^ ~carry_in), .carry_in (~carry_in), .sum_out (sum_out[0]), .carry_out (carry_out[0]));
FullAdder adder2(.input1 (input_x[1]), .input2 (input_y[1] ^ ~carry_in), .carry_in (carry_out[0]), .sum_out (sum_out[1]), .carry_out (carry_out[1]));
FullAdder adder3(.input1 (input_x[2]), .input2 (input_y[2] ^ ~carry_in), .carry_in (carry_out[1]), .sum_out (sum_out[2]), .carry_out (carry_out[2]));
FullAdder adder4(.input1 (input_x[3]), .input2 (input_y[3] ^ ~carry_in), .carry_in (carry_out[2]), .sum_out (sum_out[3]), .carry_out (carry_out[3]));
assign overflow = carry_out[2] ^ carry_out[3];
assign sum = sum_out;
endmodule
module FullAdder(
    input input1,
    input input2,
	input carry_in,
	output sum_out,
	output carry_out
);
assign sum_out = (input1 ^ input2) ^ carry_in;
assign carry_out = ((input1 ^ input2) && carry_in) | (input1 && input2);
endmodule
module DesignBlock2(
    input [7:0] SW,
	output		     [7:0]		HEX0,
	output		     [7:0]		HEX1,
	output		     [7:0]		HEX2,
	output		     [7:0]		HEX3,
	output		     [7:0]		HEX4,
	output		     [7:0]		HEX5,
	input 		     [1:0]		KEY
);
wire signed [3:0] input_x, input_y;
wire [3:0] input1, input2;
wire [3:0] sign1, sign2;
wire overflow;
wire signed [3:0] sum;
wire [3:0] sign_out, sum_out;
assign input_x = SW[7:4];
assign input_y =  SW[3:0];
FourBitAdder adder(.carry_in (KEY[0]), .input_x (input_x), .input_y (input_y), .overflow (overflow), .sum (sum) );
assign sign1 = (input_x[3] == 1) ? 4'b1010 : 4'b1011;
assign input1 = (input_x[3] == 1) ? ~input_x + 1 : input_x;
HexNumbers sig(.NUM (sign1), .HEX (HEX5));
HexNumbers value1(.NUM (input1), .HEX (HEX4));
assign sign2 = (input_y[3] == 1) ? 4'b1010 : 4'b1011;
assign input2 = (input_y[3] == 1) ? ~input_y + 1 : input_y;
HexNumbers sign(.NUM (sign2), .HEX (HEX3));
HexNumbers value2(.NUM (input2), .HEX (HEX2));
assign sign_out = overflow ? 4'b0000 : (sum[3] == 1) ? 4'b1010 : 4'b1011;
assign sum_out = overflow ? 4'b1111 : (sum[3] == 1) ? ~sum + 1 : sum;
HexNumbers signout(.NUM (sign_out), .HEX (HEX1));
HexNumbers sumout(.NUM (sum_out), .HEX (HEX0));
endmodule
==> Changelog: implementation <==
### Metrics

* Most numerous logic cell after layout: clkdlybuf4s50_1
* FF/Latch Area at 0 um2
* Gp weighted congestion at 0.856
* VDD IR-drop max at 0.0562 mV
* Clock buf count at 0
* DP Area at 1710 um2
* Cycle use final at 96.8%
* Crit. End Element: primary output
* Sequential share of the synthesized area at 0%
* Top area contributor share at 22.6%
* Placed insts at 272
* Max stage delay on crit path at 0.56 ns
* Pin count of the biggest net entering global routing at 10
* Hold_buf cts at 0
* First DRT Iteration DRCs at 51
* Total Wirelength at 3.16 mm
* Die extent in x at 95 um
* Overall Power at 298 uW
* CP required at 4.96 ns
* Critical-path top delay cell: clkdlybuf4s50_1
* DRC at 0
* CP top delay family: buffers and inverters
* Slew Limit Fails at 0
* CP max FO at 5
* PortBufs at 40
* Hold slack at 3.49 ns
* Via count at 1157
* Number of diodes at 0
* Die Ht at 95 um
* Core box area at 5470 um2
* CP Class: input port to primary output
* Synthesis-to-layout area growth at 35.2%
* Global-route wire length before repair at 5.30 mm
* Final Hold Fails at 0
* DP HPWL at 2.79 mm
* Gr usage total at 6.90%
* Chip area estimate from yosys synthesis at 1270 um2
* Non-filler instance count after layout at 272
* Distinct cells, synth at 36
* HP Class: input port to primary output
* Max-Cap Viols at 0
* Global route total overflow at 0
* WL/cell at 11.6 um
* Number of fill cells in the layout at 598
* Post-DR vias/cell at 4.25
* Syn. warnings at 1
* Pwr Density at 173 nW/um2
* Biggest area cells: ha_1, buf_4, xnor2_1, fa_1, inv_1
* Tightest Pin Transition at 0.598 ns
* Post-CTS Resized at 0
* Ys cells at 160
* Worst Path Buf+Inv at 5
* Rows at 27
* LEAKAGE at 0.776 nW
* DR pass1 iterations at 4
* Post-Syn Instances at 160
* Initial antenna violation count at 0
* Cells along the critical path: clkdlybuf4s50_1 -> xnor2_1 -> fa_1 -> inv_1 -> fa_2 -> inv_1 -> fa_2 -> xor2_2 -> o211a_4 -> ha_1 -> inv_1 -> a21oi_1 -> a21oi_1 -> o32ai_1 -> clkdlybuf4s50_1
* Setup violations, final at 0
* CP most frequent cell: inv_1
* Worst Path Arrival at 4.76 ns
* RSZ-0062 raised after global routing: yes
* Fin area at 1720 um2
* Normalized max-slew margin at 59.8%
* Critical path launch point type: input port
* Minimum clock period at 6.00 ns
* Layout cell share with drive strength beyond 1 at 12.0%
* Seq_cells at 0
* Status: finished clean
* Syn Area/Cell at 7.97 um2
* Ports at 58
* Area leader, netlist: ha_1
* Peak Freq at 167 MHz
* Vias in the first global route at 1195
* Post-synthesis cell area at 1270 um2
* FP Core Util at 23.3%
* Die area at 9030 um2
* ANT nets after route at 0
* Most frequent cells in the layout: clkdlybuf4s50_1, ha_1, conb_1, inv_1
* Total tool warning count at 49
* # Post-CTS Setup Buffers at 0
-- Yosys cell counts --
cell type and count:
conb_1 2, o32ai_1 2, xnor2_1 8, a22o_1 1, nand2b_1 3, fa_1 3
o311ai_0 1, ha_1 23, mux4_2 2, mux2_2 1, and3_1 2, nor2b_1 2
o221a_2 1, o21ai_0 7, o211ai_1 1, xor2_1 4, xor2_2 1, nand4_1 2
nand3b_1 1, inv_1 15, mux2i_1 4, o211a_1 1, nor2_1 7, a21o_1 2
and3b_1 1, o31ai_1 3, and2_1 1, a21oi_1 9, a21oi_4 1, buf_4 23
o22ai_1 7, nor4b_4 2, nand3_1 2, a221o_1 2, inv_2 4, nand2_1 9
-- cell type report --
type,instances,area [um2],area share [%]
inverters,19,71.3,4.14
multi-input cells,133,1100,63.9
well taps,72,90.1,5.22
repair buffers,48,460,26.7
-- final timing paths --
check | start | end | slack (ns) | cells past startpoint
hold / removal | SW[3] | HEX3[3] | 3.49 | 2
setup / recovery | KEY[0] | HEX0[3] | 0.20 | 15
-- kinds of logic (layout without fill, tap and decap cells) --
group           Yosys count  in the layout  synth area share (%)
fa+ha+maj                26             26                  27.3
compound gates           38             38                  20.5
simple gates             32             32                  15.4
buf+inv                  42             67                  19.1
xor+xnor                 13             13                  9.52
mux                       7              7                  7.56
other cells               2             17                 0.589
-- per-stage QoR --
step / setup WS, ns / setup TNS (ns) / utilization [%]
after CTS: 0.0411 / 0 / 31.2
final: 0.197 / 0 / 31.5
after global placement: 0.0804 / 0 / 31.2
after detailed placement: 0.0412 / 0 / 31.2
after floorplan: 1.04 / 0 / -
after global routing: -0.0327 / -0.0327 / 31.5
-- power by group --
group          internal (mW)  switching, mW  leakage (nW)
Clock                      0              0             0
Combinational          0.172          0.126         0.776
Sequential                 0              0             0
Total                  0.172          0.126         0.776
-- routing by layer --
metal / vias up / wire (um) / track usage (%)
met4: 0 / 0 / 0.125
met3: 0 / 221 / 1.36
li1: 603 / - / -
met1: 526 / 1430 / 8.54
met5: - / 0 / 0
met2: 28 / 1510 / 12.7
Power figures rest on the tool's default switching activity, not on a simulated workload.
